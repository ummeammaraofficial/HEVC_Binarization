==> design/flow/design.v <==
`timescale 1ns / 1ps
module part_mode #(
    parameter MAX_BIN = 4
)(
    input  logic        clk,
    input  logic        rst_n,
    input  logic        start,
    input  logic [7:0]          cu_size,       
    input  logic [7:0]          min_cu_size,    
    input  logic [2:0]          part_mode,  
    input  logic                amp_enable,
    input  logic                pred_mode,       
    output logic [MAX_BIN-1:0]  bin_string,
    output logic [2:0]          bin_length,
    output logic                done
);
    localparam PART_2Nx2N  = 0; 
    localparam PART_Nx2N   = 1; 
    localparam PART_2NxN   = 2;
    localparam PART_NxN    = 3; 
    localparam PART_2NxnU  = 4; 
    localparam PART_2NxnD  = 5; 
    localparam PART_nLx2N  = 6; 
    localparam PART_nRx2N  = 7;
    logic [MAX_BIN-1:0] bin_c;
    logic [2:0]         len_c;
    always_comb begin
        bin_c = '0;
        len_c = 0;
        if (pred_mode == 0) begin
            if (cu_size == min_cu_size) begin
                case (part_mode)
                    PART_2Nx2N: bin_c = 1; 
                    PART_NxN:   bin_c = 0; 
                endcase
                len_c = 1;
            end else begin
                bin_c = 0;
                len_c = 0;
            end
        end else begin
            if (cu_size == min_cu_size && cu_size == 8) begin
                case (part_mode)
                    PART_2Nx2N: bin_c = 2'b10;
                    PART_Nx2N:  bin_c = 2'b01;   
                    PART_2NxN:  bin_c = 2'b00;
                    PART_NxN:   bin_c = 2'b00;
                endcase
                len_c = 2;
            end else if (!amp_enable & cu_size > min_cu_size) begin
                case (part_mode)
                    PART_2Nx2N: bin_c = 2'b10;
                    PART_Nx2N:  bin_c = 2'b01;
                    PART_2NxN:  bin_c = 2'b00;
                    default:    bin_c = 2'b00;
                endcase
                len_c = 2;
            end else if(cu_size == min_cu_size & cu_size > 8) begin
                   case (part_mode)
                    PART_2Nx2N: bin_c = 2'b10;
                    PART_Nx2N:  bin_c = 2'b01;
                    default:    bin_c = 2'b00;
                endcase
                len_c = 2;
            end else if(cu_size == min_cu_size & cu_size > 8) begin
                   case (part_mode)
                    PART_2NxN: bin_c = 2'b001;
                    PART_NxN:  bin_c = 2'b000;
                    default:    bin_c = 2'b000;
                endcase
                len_c = 3;
            end else if(amp_enable == 1 & cu_size > min_cu_size)begin
                case (part_mode)
                    PART_2Nx2N: bin_c = 4'b1000;
                    PART_Nx2N:  bin_c = 4'b0110;
                    PART_2NxN:  bin_c = 4'b0010;
                    PART_2NxnU: bin_c = 4'b0100;
                    PART_2NxnD: bin_c = 4'b0101;
                    PART_nLx2N: bin_c = 4'b0000;
                    PART_nRx2N: bin_c = 4'b0001;
                    default:    bin_c = 0;
                endcase
                len_c = 4;
            end
        end
    end
    always_ff @(posedge clk or negedge rst_n) begin
        if (!rst_n)begin
            bin_string = 0;
            bin_length = 0;
            done = 0;
        end else if(start) begin
            bin_string = bin_c;
            bin_length = len_c;
            done = 1;
       end
  end
endmodule
==> design/flow/run.sh <==
#!/bin/bash
# OpenROAD 26Q1-2900-gdf79404cd8, Yosys 0.63+post, stock flow scripts
make -C /OpenROAD-flow-scripts/flow DESIGN_CONFIG=/design/flow/config.mk WORK_HOME=/design/flow/orfs finish
==> design/flow/config.mk <==
export PLATFORM = sky130hd
export DESIGN_NAME = part_mode
export DESIGN_NICKNAME = part_mode
export VERILOG_FILES = /design/flow/design.v
export SDC_FILE = /design/flow/constraint.sdc
export NUM_CORES = 4
export LEC_CHECK = 1
export CORE_AREA = 10 10 70 70
export DIE_AREA = 0 0 80 80
==> design/flow/constraint.sdc <==
current_design part_mode

set clk_period 1.1
set clk_io_pct 0.2

create_clock -name clk0 -period $clk_period [get_ports {clk}]

set non_clock_inputs [all_inputs -no_clocks]
set_input_delay [expr $clk_period * $clk_io_pct] -clock clk0 $non_clock_inputs
set_output_delay [expr $clk_period * $clk_io_pct] -clock clk0 [all_outputs]
==> flow_metrics.tcl <==
# flow metrics
set metrics [dict create \
    path_clk_slew_ns 0.05 \
    cts.sinks 8 \
    area_leaders "dfrtp_1 (31%), ha_1 (16%), inv_1 (8.8%)" \
    critical_path_arrival_ns 1.78 \
    drt-initial-drc-count 21 \
    netlist_instances 70 \
    leakage_uw 0.000625 \
    status "finished, violations left" \
    vdd_ir_drop_max_mv 0.217 \
    rows 21 \
    drc_errors 0 \
    timing.slew.headroom 0.759 \
    initial_utilization 0.186 \
    cts-root-buf "clkbuf_4" \
    antenna_found_initial 0 \
    combPwrFrac 0.391 \
    ctsLongestPathBuffers 2 \
    port_buffers 31 \
    dieWidth_um 80 \
    place.gp.congestion 0.727 \
    hold_violations 0 \
    layout-drive-gt1-share 0.579 \
    grt_pass1_vias 731 \
    p_sw_uw 236 \
    viasPerCell 4.13 \
    grt_setup_unrepaired "true" \
    grt_overflow 0 \
    finalClockPeriodUsage 1.46 \
    totalNegativeSetupSlack_ns -2.53 \
    cts_buffers 3 \
    path_class "in -> reg" \
    clkPwrFrac 0.250 \
    vias 689 \
    ys_cells 70 \
    yosys_warnings 1 \
    p_per_area_mw_per_mm2 627 \
    skew_ns 0 \
    warning_count 28 \
    synth.most_common_cell "inv_1" \
    firstDrtPassIters 3 \
    worst_pin_slew_ns 0.361 \
    synth-seq-area-share 0.314 \
    placedCellCount 155 \
    dieArea_mm2 0.00640 \
    violations "setup timing" \
    drv_cap 0 \
    setup_violations 7 \
    n_antenna_cell 0 \
    max_freq_mhz 622 \
    layout_setup_ws_ns -0.508 \
    ant_nets 0 \
    cts_tree "done" \
    place_ws_ns -1.32 \
    ys_ff 8 \
    instances_no_fill 167 \
    die_h_um 80 \
    power.share.switching 0.273 \
    syn_to_final_growth_pct 117 \
    period_minus_slack_ns 1.61 \
    p_seq_frac 0.359 \
    synth-edff-count 0 \
    ctsHoldBuffers 0 \
    critPathLaunchType "primary input" \
    io_pins 32 \
    wl_um 1800 \
    yosys_most_used_dff "dfrtp_1" \
    yosys-top-cells-count "inv_1 (15), dfrtp_1 (8), ha_1 (8)" \
    yosysUniqueCellTypes 28 \
    syn_area_um2 637 \
    syn_avg_cell_area_um2 9.10 \
    cts_htree_levels 1 \
    worst_ep_required_time_ns 1.27 \
    yosys_area_um2 637 \
    end_kind "flop" \
    hold_path_class "in -> async" \
    synthArstFlopShare 1.00 \
    final_max_slew_viol_count 0 \
    grtUsageTotal 0.0568 \
    clk_latency_ns 0.24 \
    timing.hold.ws_ns 0.248 \
    fin_util 0.404 \
    yosysTopAreaCellShare 0.314 \
    grt_pass1_wl_um 3080 \
    post-dp-hpwl_um 1560 \
    post_drt_wl_per_cell_um 10.8 \
    internal-power_uw 629 \
    largest_area_cell "dfrtp_1" \
    coreArea_mm2 0.00342 \
    grt_start_max_net_pins 9 \
    worstPathMaxFanout 3 \
]
[state kept, by name, summed over array words and instances, names as in the netlist]
| register | flops |
|---|---|
| bin_string | 4 |
| bin_length | 3 |
| done | 1 |
[power by group through the flow]
stage / Clock (uW) / Sequential (uW) / Combinational (uW)
CTS: 227 / 310 / 315
global route: 246 / 310 / 375
finish: 216 / 310 / 338
[stage by stage]
stage / cell area [um^2] / total power, uW
after detailed placement: 1210 / 617
after floorplan: 787 / 437
after CTS: 1290 / 852
after global routing: 1380 / 931
after global placement: 1210 / 615
final: 1380 / 864
[cell type report]
type / instances / area [um^2]
fill: 333 / 2040
timing repair buffer: 49 / 448
multi-input combinational: 46 / 552
inverter: 15 / 98.8
clock buffer: 3 / 22.5
tap: 46 / 57.6
sequential: 8 / 200
[cells by family after synthesis]
| family | count (synthesis) | synth area share |
|---|---|---|
| AOI/OAI and AO/OA | 16 | 0.204 |
| adders and majority gates | 8 | 0.157 |
| buffers and inverters | 16 | 0.106 |
| DFF | 8 | 0.314 |
| muxes | 1 | 0.0177 |
| and+or+nand+nor | 21 | 0.200 |
[path summary, 6_finish.rpt]
| path | from | slack, ns | end | depth (start not counted) |
|---|---|---|---|---|
| setup reg to reg | bin_string[0] | 0.08 | bin_string[0] | 3 |
| max in group asynchronous | rst_n | 0.59 | bin_length[0] | 1 |
| setup / recovery | pred_mode | -0.51 | bin_string[1] | 7 |
| hold reg to reg | bin_string[2] | 0.52 | bin_string[2] | 2 |
| min in group clk0 | start | 0.44 | bin_length[2] | 3 |
| hold / removal | rst_n | 0.25 | bin_string[2] | 1 |
[worst max-delay path, stage by stage]
cell and delay (ns):
clkdlybuf4s50_1 0.55, nand2_1 0.14, nor2_1 0.12, and3_4 0.20, a211oi_4 0.05, or4_1 0.41, o211ai_1 0.09
[metal layers]
metal,share of wire,global-route usage,vias up
met1,0.47,0.0764,310
met4,0,0.00880,0
met5,0,0,-
li1,-,-,350
met2,0.40,0.0827,29
met3,0.13,0.0261,0
[what timing repair did]
item                                   in CTS  in global routing
pin swaps                                  16                  9
setup endpoints to repair                  15                 12
endpoints found under the hold margin       0                  0
resized                                    94                 18
setup buffers                               6                  3
[cells in the final DEF (no fill, tap or decap), types with 4 or more instances in the layout]
| cell type | count |
|---|---|
| buf_6 | 9 |
| clkdlybuf4s15_1 | 7 |
| buf_2 | 6 |
| ha_4 | 8 |
| inv_1 | 7 |
| dfrtp_1 | 8 |
| nand2_1 | 4 |
| clkdlybuf4s50_1 | 6 |
| buf_4 | 16 |
Power and IR drop assume default switching activity.
