<file path="./run.sh">
#!/bin/bash
# OpenROAD 26Q1-2900-gdf79404cd8, Yosys 0.63+post, stock flow scripts
make -C /OpenROAD-flow-scripts/flow DESIGN_CONFIG=/design/flow/config.mk WORK_HOME=/design/flow/orfs finish
</file>
<file path="./config.mk">
export PLATFORM = sky130hd
export DESIGN_NAME = unary_binary_code
export DESIGN_NICKNAME = unary_binary_code
export VERILOG_FILES = /design/flow/design.v
export SDC_FILE = /design/flow/constraint.sdc
export NUM_CORES = 4
export LEC_CHECK = 1
export CORE_UTILIZATION = 40
</file>
<file path="./constraint.sdc">
current_design unary_binary_code

set clk_period 3.5
set clk_io_pct 0.2

create_clock -name clk0 -period $clk_period [get_ports {clk}]

set non_clock_inputs [all_inputs -no_clocks]
set_input_delay [expr $clk_period * $clk_io_pct] -clock clk0 $non_clock_inputs
set_output_delay [expr $clk_period * $clk_io_pct] -clock clk0 [all_outputs]
</file>
<file path="./design.v">
`timescale 1ns / 1ps
module unary_binary_code #(
    parameter BIN_WIDTH      = 16,     
    parameter VALUE_WIDTH    = 8,      
    parameter CMAX_WIDTH     = 3       
)(
    input  logic                     clk,
    input  logic                     rst_n,
    input  logic                     start_i,
    input  logic [VALUE_WIDTH-1:0]   Value_i,
    input  logic [CMAX_WIDTH-1:0]    cMax,
    input  logic                     sel,          
    output logic [BIN_WIDTH-1:0]     bin_o,
    output logic                     Done_o,
    output logic [BIN_WIDTH-1:0]     Bin_length_o
);
    logic [VALUE_WIDTH:0] counter, max_count;
    logic [BIN_WIDTH-1:0] bin;
    logic [BIN_WIDTH-1:0] bin_length_reg;
    logic done;
    always_comb begin
        if (sel == 1) begin  
            max_count = Value_i;
            bin_length_reg = Value_i + 1;
        end else begin  
            if (Value_i < cMax) begin
                max_count = Value_i;
                bin_length_reg = Value_i + 1;
            end else begin
                max_count = cMax - 1;  
                bin_length_reg = cMax;
            end
        end
    end
    always_ff @(posedge clk or negedge rst_n) begin
        if (!rst_n) begin
            counter <= 0;
            bin     <= 0;
            done    <= 0;
        end else if (start_i) begin
            counter <= 0;
            bin     <= 0;
            done    <= 0;
        end else if (!done) begin
            if (counter <= max_count) begin
               if (sel == 1) begin 
                bin <= {bin[BIN_WIDTH-2:0], (counter < max_count) ? 1'b1 : 1'b0};
             end else begin  
                if (Value_i < cMax) begin
                   bin <= {bin[BIN_WIDTH-2:0], (counter < max_count) ? 1'b1 : 1'b0};
            end else begin
                bin <= {bin[BIN_WIDTH-2:0],1'b1};
            end
            end
           counter <= counter + 1;
          end
            if (counter >= max_count) begin
                done <= 1'b1;
            end
        end
    end
    assign bin_o = bin;
    assign Done_o = done;
    assign Bin_length_o = bin_length_reg;
endmodule
</file>
==> job_summary.md <==
## Implementation flow summary

| Metric | Value |
|---|---|
| Outcome | `complete, no violations` |
| Yosys-reported design area after synthesis | `1880 µm²` |
| CTS tree | `yes` |
| Endpoints failing setup | `0` |
| Maximum number of pins on one net before global-route repair | `27` |
| Data arrival time at the worst-slack endpoint | `2.66 ns` |
| Portion of the post-synthesis area used by sequential elements | `between 30% and 40%` |
| Netlist area before placement | `1880 µm²` |
| Gr usage total | `17.8%` |
| Final TNS setup | `0 ns` |
| Post-route worst setup slack | `0.139 ns` |
| Number of CTS-inserted buffers | `3` |
| CTS H-Tree Depth | `1` |
| Floorplan Utilization | `a little over two fifths` |
| Top_reg_cell synth | `sky130_fd_sc_hd__dfrtp_1` |
| Maxcap violations | `0` |
| Count of flip-flops with a built-in enable after synthesis | `0` |
| Die Span X | `around 71 µm` |
| Antenna violations before repair | `0` |
| Initial drt markers | `63` |
| And-or/or-and share of the synthesized area | `around 11%` |
| Worst flop-to-flop path endpoint | `bin[13]$_DFFE_PN0P_` |
| Final Power | `857 µW` |
| Routed Wire Length | `4120 µm` |
| Met2 capacity usage during global routing | `28.3%` |
| Kind of critical path | `input pin to output port` |
| Hold-fix buffer count after cts | `0` |
| Layout-stage area growth over the synthesis result | `40.5%` |
| Warnings, synthesis | `1` |
| Setup repair after global routing missed its margin | `no` |
| Worst hold path type | `register to register` |
| Post-detail-place hpwl | `3110 µm` |
| Clock tree buffer depth | `2` |
| Vias per Instance | `4.92` |
| Io pins | `~48` |
| Final Hold Viols | `0` |
| Die area | `4980 µm²` |
| Combinational cell area excluding buffers and inverters | `1180 µm²` |
| Top cells by count | `sky130_fd_sc_hd__nand2_1 (30), sky130_fd_sc_hd__dfrtp_1 (26), sky130_fd_sc_hd__nor2_1 (24)` |
| Clock insertion delay at the later pin of the skew report | `0.27 ns` |
| Depth of the worst register-to-register path | `8` |
| Final Hold Slack | `roughly 0.55 ns` |
| Wire length of the first global-routing pass | `7060 µm` |
| Area fraction of the dominant cell type after synthesis | `about 35%` |
| Ranking of synthesized cells by area | `sky130_fd_sc_hd__dfrtp_1 (35%), sky130_fd_sc_hd__ha_1 (9.3%), sky130_fd_sc_hd__mux2i_1 (8.5%)` |
| Reg-to-reg setup timing slack | `1.35 ns` |
| GR Layer Usage met3 | `1.73%` |
| Peak ir drop on the vdd network | `approximately 370 µV` |
| Reg2Reg Launch Point | `counter[4]$_DFFE_PN0P_` |
| Number of nets with antenna violations after routing | `0` |
| Worst-path clk slew | `0.09 ns` |
| Vias in the first global route | `1,588` |
| DRC viols | `0` |
| Routing usage on met1 | `29.0%` |
| Post-placement cell count | `~320` |
| Relative slew margins | `64.9%` |
| Leak | `approximately 1.3 nW` |
| Share of synthesized cell area in and, or, nand and nor gates | `21.7%` |
| Synth Area in XOR/XNOR | `3.26%` |
| Placed standard-cell area | `2500 µm²` |
| Final cell count without fillers | `about 330` |
| Required @ worst endpoint | `2.80 ns` |
| Floorplan die height | `70.6 µm` |
| Total power per unit cell area | `324 nW/µm²` |
| Register cell area after layout | `651 µm²` |
| Fraction of synthesized area in multiplexers | `13.5%` |
| Proportion of register bits with asynchronous set or reset after synthesis | `100%` |
| Kind of start point of the critical path | `input pin` |
| Number of fillers in the final layout | `around 400` |
| Number of standard-cell rows in the floorplan | `24` |
| Most crowded layer after global routing | `met1` |
| Yosys Instances | `around 210` |
| Max Fclk | `between 200 and 300 MHz` |
| # port buffers | `approximately 40` |
| Unique cell type count in the Yosys netlist | `43` |
| Count of clock tree sinks | `26` |
| RePlAce Congestion | `0.879` |
| Final design instance area without fill | `2640 µm²` |
| Period minus WS final | `3.36 ns` |
| Worst-case setup slack after placement | `-0.416 ns` |
| Worst setup path startpoint | `Value_i[4]` |
| Gate count after technology mapping | `208` |
| Library cell with the largest summed area after synthesis | `sky130_fd_sc_hd__dfrtp_1` |
| Wire length per cell | `roughly 13 µm` |
| Ratio of cells with drive above 1 in the final layout | `21.6%` |
| Clock root buffer master | `sky130_fd_sc_hd__clkbuf_8` |
| Actual transition at the worst max-transition pin | `0.523 ns` |
| Area of the core | `4440 µm²` |
| Register bit count reported by yosys | `26` |
| Antenna cells | `0` |
| Fa+ha+maj area frac | `9.31%` |
| Final count of pins violating max slew | `0` |
| Via count | `1,600` |
| Layout Utilization | `roughly three fifths` |
| Clock tree skew after final layout | `0.00449 ns` |
| GRT Residual Overflow | `0` |
| First-pass iteration count of the detailed router | `22` |
| Destination of the critical timing path | `Bin_length_o[0]` |
| Endpoint class of the critical path | `output port` |
| Most used standard cell by instance count after synthesis | `sky130_fd_sc_hd__nand2_1` |
| Mean instance size in the synthesized netlist | `about 9 µm²` |
| Cycle use final | `96.0%` |
| Count of tool warnings | `25` |
| Crit path max fanout | `6` |
| Largest family of logic cells by area | `simple AND/OR/NAND/NOR gates` |
-- worst max-delay path, stage by stage --
cell and delay [ns]:
sky130_fd_sc_hd__clkdlybuf4s50_1 0.44, sky130_fd_sc_hd__nor4_2 0.24, sky130_fd_sc_hd__nand2_1 0.11, sky130_fd_sc_hd__buf_4 0.14
sky130_fd_sc_hd__o21ba_2 0.25, sky130_fd_sc_hd__a21boi_0 0.25, sky130_fd_sc_hd__clkdlybuf4s50_1 0.52
-- what timing repair did --
item | 4_1_cts | 5_1_grt
gates resized | 6 | 17
endpoints found under the setup margin | 24 | 30
pin swaps | 4 | 14
gates cloned | 0 | 1
buffers inserted | 1 | 1
-- layer usage --
| layer | wire [µm] | part of all wire, % |
|---|---|---|
| met5 | 0 | 0 |
| met4 | 0 | 0 |
| met3 | 218 | 5.3 |
| met2 | 1800 | 44 |
| met1 | 2100 | 51 |
-- worst min-delay path by stage --
stage                                from  depth (start not counted)                  end
after CTS             bin[15]$_DFFE_PN0P_                          2  bin[15]$_DFFE_PN0P_
after global routing  bin[15]$_DFFE_PN0P_                          2  bin[15]$_DFFE_PN0P_
final                 bin[15]$_DFFE_PN0P_                          2  bin[15]$_DFFE_PN0P_
-- area by class of cell --
type	instances	area share (%)
multi-input combinational	168	44.8
sequential	26	24.6
timing repair buffer	68	24.4
tap	52	2.46
clock buffer	3	1.56
clock inverter	1	1.14
inverter	7	0.994
-- power by group --
part | switching, mW | internal [mW] | total (mW)
combinational | 0.116 | 0.153 | 0.269
sequential | 0.0213 | 0.317 | 0.338
clock | 0.0967 | 0.153 | 0.250
-- cells by family (layout without fill, tap and decap cells) --
| family | Yosys count | count (layout) |
|---|---|---|
| other | 1 | 7 |
| muxes | 24 | 24 |
| adders and majority gates | 14 | 14 |
| DFF | 26 | 26 |
| xor gates and xnor gates | 7 | 7 |
| buffers and inverters | 20 | 79 |
| and+or+nand+nor | 83 | 83 |
| AOI/OAI and AO/OA | 33 | 33 |
-- flip-flops by register name, summed over array words and instances, names as in the netlist --
name     cells
bin         16
counter      9
done         1
-- cell usage in the layout, fill, tap and decap left out, types with 2 or more instances in the layout --
| master | Yosys | layout |
|---|---|---|
| sky130_fd_sc_hd__a21boi_0 | 2 | 2 |
| sky130_fd_sc_hd__a21oi_1 | 17 | 11 |
| sky130_fd_sc_hd__a21oi_2 | 1 | 6 |
| sky130_fd_sc_hd__and4_1 | 3 | 3 |
| sky130_fd_sc_hd__buf_12 | 1 | 2 |
| sky130_fd_sc_hd__buf_4 | 7 | 24 |
| sky130_fd_sc_hd__clkbuf_2 | 0 | 2 |
| sky130_fd_sc_hd__clkbuf_8 | 0 | 3 |
| sky130_fd_sc_hd__clkdlybuf4s50_1 | 0 | 36 |
| sky130_fd_sc_hd__conb_1 | 1 | 7 |
| sky130_fd_sc_hd__dfrtp_1 | 26 | 26 |
| sky130_fd_sc_hd__ha_1 | 14 | 14 |
| sky130_fd_sc_hd__inv_1 | 6 | 5 |
| sky130_fd_sc_hd__mux2_2 | 6 | 6 |
| sky130_fd_sc_hd__mux2i_1 | 16 | 16 |
| sky130_fd_sc_hd__nand2_1 | 30 | 30 |
| sky130_fd_sc_hd__nand3_1 | 5 | 5 |
| sky130_fd_sc_hd__nand4_1 | 3 | 3 |
| sky130_fd_sc_hd__nor2_1 | 24 | 23 |
| sky130_fd_sc_hd__nor2b_1 | 6 | 6 |
| sky130_fd_sc_hd__nor3_1 | 2 | 2 |
| sky130_fd_sc_hd__nor4_2 | 0 | 2 |
| sky130_fd_sc_hd__o21a_1 | 2 | 2 |
| sky130_fd_sc_hd__o21ai_0 | 4 | 3 |
| sky130_fd_sc_hd__xnor2_1 | 3 | 3 |
| sky130_fd_sc_hd__xor2_1 | 4 | 4 |
Power figures rest on the tool's default switching activity, not on a simulated workload.
