==> /design/flow/design.v <==
`timescale 1ns / 1ps
module inter_pred_idc(
    input  logic        clk,
    input  logic        rst_n,
    input  logic        start,
    input  logic [1:0]  inter_pred_idc,    
    input  logic [3:0]  nPbW,
    input  logic [3:0]  nPbH,
    output logic        bin_valid,
    output logic        bin_value,
    output logic        done,
    output logic [1:0] num_bins
);
    logic        active;
    logic        small_block;
    logic [1:0]  bin_cnt;
    assign small_block = ((nPbW + nPbH) == 12);
    always_ff @(posedge clk or negedge rst_n) begin
        if (!rst_n) begin
            active     <= 1'b0;
            bin_cnt    <= 2'd0;
            bin_valid  <= 1'b0;
            num_bins   <= 2'd0;
            bin_value  <= 1'b0;
            done       <= 1'b0;
        end
        else begin
            bin_valid <= 1'b0;
            done      <= 1'b0;
            if (start && !active) begin
                active  <= 1'b1;
                bin_cnt <= 2'd0;
                if (small_block)
                    num_bins  <= 2'd1;
                else if (inter_pred_idc == 2)
                    num_bins <= 2'd1;
                else
                    num_bins <= 2'd2;
            end
            else if (active) begin
                bin_valid <= 1'b1;
                if (bin_cnt == 0) begin
                    if (small_block)
                        bin_value <= inter_pred_idc[0];        
                    else
                        bin_value <= (inter_pred_idc == 2);    
                end else begin
                    bin_value <= inter_pred_idc[0];
                end
                bin_cnt <= bin_cnt + 1'b1;
                if (bin_cnt + 1 == num_bins) begin
                    active <= 1'b0;
                    done   <= 1'b1;
                end
            end
        end
    end
endmodule
==> /design/flow/run.sh <==
#!/bin/bash
# OpenROAD 26Q1-2900-gdf79404cd8, Yosys 0.63+post, stock flow scripts
make -C /OpenROAD-flow-scripts/flow DESIGN_CONFIG=/design/flow/config.mk WORK_HOME=/design/flow/orfs finish
==> /design/flow/config.mk <==
export PLATFORM = sky130hd
export DESIGN_NAME = inter_pred_idc
export DESIGN_NICKNAME = inter_pred_idc
export VERILOG_FILES = /design/flow/design.v
export SDC_FILE = /design/flow/constraint.sdc
export NUM_CORES = 4
export LEC_CHECK = 1
export CORE_AREA = 10 10 70 70
export DIE_AREA = 0 0 80 80
==> /design/flow/constraint.sdc <==
current_design inter_pred_idc

set clk_period 1.2
set clk_io_pct 0.2

create_clock -name clk0 -period $clk_period [get_ports {clk}]

set non_clock_inputs [all_inputs -no_clocks]
set_input_delay [expr $clk_period * $clk_io_pct] -clock clk0 $non_clock_inputs
set_output_delay [expr $clk_period * $clk_io_pct] -clock clk0 [all_outputs]
==> summary.txt <==
Implementation summary

By count the netlist is led by sky130_fd_sc_hd__dfrtp_1, sky130_fd_sc_hd__ha_1, sky130_fd_sc_hd__a21oi_1, sky130_fd_sc_hd__inv_1, sky130_fd_sc_hd__nor2_1. The register cell area after layout is 200 um^2. The all-layer global routing usage is 0.0394. The layout summary lists the proportion of cells stronger than drive strength 1 as 0.437. Yosys instantiated no cell more often than sky130_fd_sc_hd__dfrtp_1.

The number of hold violations in the final report is 0. The destination of the critical timing path is num_bins[1]$_DFFE_PN0P_. Setup repair after global routing could not meet its margin everywhere. The total routed wirelength is between 1000 and 1500 um. The routed design ends up with an antenna cell count of 0. The startpoint identified for the worst register-to-register timing path is bin_cnt[1]$_DFFE_PN0P_.

Yosys stat counts 45 cells in the synthesized netlist. The reg-to-reg setup timing slack is -0.06 ns. The final count of negative-setup-slack endpoints is 4. The multi-input gate area in the final layout is 360 um^2.

The final number of max-transition violations is 0. The async set-reset flop share out of synthesis is 1.00. The capture point of the worst register-to-register path is recorded as active$_DFF_PN0_. The fraction of the cycle the final worst path needs is 1.12. In this run the standard cell core region covers 3420 um^2. The post-route utilization of the core is recorded as 0.255. The OpenROAD report gives the critical path a data arrival time of roughly 1.5 ns. The post-place instance area is 782 um^2. The residual antenna-violating net count after detailed routing is 0. The area growth from synthesis to layout is 69.3%. The count of buffers added on input and output ports is 17.

The post-synthesis area per instance is between 10 and 15 um^2. The number of buffers created by CTS is 3. The largest voltage drop on the vdd net is around 0.00055 V. The number of warnings printed during yosys synthesis is 1.

The height of the die is 80 um. The script parses the final routing iteration and logs DRC violations as 0. The synthesized area is 514 um^2. During I/O placement, the number of pins put on the boundary was 18. The main area contributors are sky130_fd_sc_hd__dfrtp_1, sky130_fd_sc_hd__ha_1, sky130_fd_sc_hd__mux2_2. The area recorded from the Yosys report for this design is 514 um^2. The kind of launch point of the worst setup path is an input port.

Headroom to the max-slew limit came out at 0.758. The via count of the routed design is 415. The synthesized design spends more area on one cell type than any other, namely sky130_fd_sc_hd__dfrtp_1. The first-pass GRT wire length is 2060 um. The leakage power is 0.368 nW. Counting I/O delays and the setup requirement, the final critical path takes 1.35 ns. The final reports fail on negative setup slack.

The critical path launch point is nPbW[0]. In the final run the clock tree shows a worst skew of 0.000344 ns. For the worst-skew pair, the clock arrives at the later sink with an insertion delay of approximately 0.25 ns. The die width is roughly 80 um. The power density over cell area is 1810 nW/um^2. The initial antenna violation count came to 0. According to the floorplan report, the total die area is ~6400 um^2.

Adding up every negative setup slack in the final design gives -0.388 ns. The count of library flops with an enable pin is 0. In this run the deepest clock path goes through 2 buffers.

The worst reg2reg path depth is 5. The run finished, with violations left. The class of the tightest hold or removal check is input port to asynchronous set/reset pin. The final estimated routing congestion in global placement is 0.765. The first detailed-routing pass took 4 iterations.

The via count of the first global-routing pass is between 400 and 500. STA classifies the critical path endpoint as a flip-flop. Static timing analysis puts the maximum clock frequency at 0.743 GHz.

The finished cells cover 871 um^2. The total of fill cells in the finished design is 359. The placed wire-length estimate after detailed placement is between 900 and 1000 um. The routed length per placed instance is 9.91 um. Once routing completed, OpenROAD measured the worst setup slack at -0.147 ns. Hold repair after CTS inserted 0 buffers.

The clock sink count is 8. Looking at the clock tree report, the H-tree level count equals 1. The required time at the worst endpoint is listed as 1.34 ns. The distinct cell type count after synthesis is 23.

The worst-margin pin slew is 0.362 ns. Looking at the worst setup and hold paths, the clock pins of their registers show a slew of 0.05 ns. The stage-log warning count is 29. The clock tree from TritonCTS is built. The number of instances in the synthesized netlist is 45. The clock tree root driver cell is sky130_fd_sc_hd__clkbuf_4.

The sequential element share of the synthesized area is 0.389. The max-capacitance violation count is 0. The pin count of the biggest net entering global routing is 11.

Detailed-route iteration 0 reported a violation count of 16. The kind of critical path is input port to flip-flop. The main flop type after synthesis is sky130_fd_sc_hd__dfrtp_1.

Per the synth log, the flip-flop and latch total comes to 8. For this configuration, the core starts out at a cell density of 0.151. The row count is 21.

The share of synthesized area in the top cell type comes to 0.389. The script logs the ratio of routed vias to standard cells as 3.55. The largest driver fanout on the critical path is 3.

The global route stage reports its total congestion overflow as 0.
==> worst min path at each step <==
stage | endpoint
CTS | bin_cnt[0]$_DFFE_PN0P_
global route | bin_cnt[1]$_DFFE_PN0P_
finish | bin_cnt[1]$_DFFE_PN0P_
==> per-stage QoR <==
step | hold WS (ns) | setup WS (ns) | instances | total power [W]
floorplan | -0.0556 | -0.301 | 45 | 0.000941
global placement | 0.540 | -0.823 | 109 | 0.00125
detailed placement | 0.547 | -0.830 | 109 | 0.00125
CTS | 0.276 | -0.230 | 116 | 0.00157
global route | 0.282 | -0.198 | 117 | 0.00172
finish | 0.264 | -0.147 | 117 | 0.00158
==> logic make-up (layout without fill, tap and decap cells) <==
family,after synthesis,count (layout),share of synthesized area
buffers and inverters,5,31,0.0365
adder cells (fa/ha/maj),7,7,0.185
AND-OR/OR-AND,7,7,0.0949
AND/OR/NAND/NOR,12,12,0.180
multiplexers,3,3,0.0633
flip-flops,8,8,0.389
XOR/XNOR,3,3,0.0511
==> state kept, by name, indices dropped and copies added, names as in the netlist <==
name       flops
bin_cnt        2
num_bins       2
active         1
bin_valid      1
bin_value      1
done           1
==> layout by cell type (no fill, tap or decap), types with 2 or more instances in the layout <==
master	n
sky130_fd_sc_hd__dfrtp_1	8
sky130_fd_sc_hd__clkdlybuf4s50_1	6
sky130_fd_sc_hd__clkbuf_4	3
sky130_fd_sc_hd__a21oi_2	2
sky130_fd_sc_hd__inv_2	2
sky130_fd_sc_hd__nor2_1	3
sky130_fd_sc_hd__ha_1	2
sky130_fd_sc_hd__buf_4	8
sky130_fd_sc_hd__mux2_2	2
sky130_fd_sc_hd__nor2b_1	2
sky130_fd_sc_hd__ha_4	3
sky130_fd_sc_hd__buf_6	2
sky130_fd_sc_hd__dlygate4sd2_1	7
==> worst max-delay path, cell delays in order <==
cell and delay (ns):
sky130_fd_sc_hd__buf_6 0.10, sky130_fd_sc_hd__ha_4 0.15, sky130_fd_sc_hd__fa_2 0.45, sky130_fd_sc_hd__nor4_4 0.23, sky130_fd_sc_hd__nand3_2 0.13, sky130_fd_sc_hd__a22o_1 0.19
==> timing repair <==
item / CTS / global route
gates cloned: 0 / 0
endpoints found under the hold margin: 0 / 0
pin swaps: 6 / 5
gates resized: 27 / 3
buffers inserted: 4 / 1
endpoints found under the setup margin: 10 / 5
==> report_power, final <==
group | total, W | switching, W | internal [W]
registers | 0.000489 | 0.0000914 | 0.000398
logic | 0.000879 | 0.000330 | 0.000548
clock network | 0.000207 | 0.0000925 | 0.000115
total | 0.00158 | 0.000514 | 0.00106
==> per-layer routing <==
layer	global-route usage	part of all wire
met1	0.0407	0.36
met2	0.0682	0.53
met3	0.0250	0.10
met4	0.00352	0.0069
met5	0	0
==> final cells by class <==
cell class | count | share of cell area
Inverter | 3 | 0.0129
Clock buffer | 3 | 0.0259
Tap cell | 46 | 0.0661
Multi-Input combinational cell | 32 | 0.414
Timing Repair Buffer | 25 | 0.251
Sequential cell | 8 | 0.230
Power figures rest on the tool's default switching activity, not on a simulated workload.
